**config.mk**
```make
export PLATFORM = sky130hd
export DESIGN_NAME = Execute
export DESIGN_NICKNAME = Execute
export VERILOG_FILES = /design/flow/design.v
export SDC_FILE = /design/flow/constraint.sdc
export NUM_CORES = 4
export LEC_CHECK = 1
export CORE_UTILIZATION = 50
```
**constraint.sdc**
```tcl
current_design Execute

set clk_period 28.3
set clk_io_pct 0.2

create_clock -name clk0 -period $clk_period

set non_clock_inputs [all_inputs -no_clocks]
set_input_delay [expr $clk_period * $clk_io_pct] -clock clk0 $non_clock_inputs
set_output_delay [expr $clk_period * $clk_io_pct] -clock clk0 [all_outputs]
```
**design.v**
```verilog
module Execute (
    input  wire [31:0] alu_a_l2,       
    input  wire [31:0] alu_b_l2,       
    input  wire [31:0] pc_l2,          
    input  wire [31:0] imm_l2,         
    input  wire        ins_c_l2,
    input  wire        ins_lui_l2,
    input  wire        ins_auipc_l2,
    input  wire        ins_jal_l2,
    input  wire        ins_jalr_l2,
    input  wire        ins_beq_l2,
    input  wire        ins_bne_l2,
    input  wire        ins_blt_l2,
    input  wire        ins_bge_l2,
    input  wire        ins_bltu_l2,
    input  wire        ins_bgeu_l2,
    input  wire        ins_lb_l2,
    input  wire        ins_lh_l2,
    input  wire        ins_lw_l2,
    input  wire        ins_lbu_l2,
    input  wire        ins_lhu_l2,
    input  wire        ins_sb_l2,
    input  wire        ins_sh_l2,
    input  wire        ins_sw_l2,
    input  wire        ins_addi_l2,
    input  wire        ins_slti_l2,
    input  wire        ins_sltiu_l2,
    input  wire        ins_xori_l2,
    input  wire        ins_ori_l2,
    input  wire        ins_andi_l2,
    input  wire        ins_slli_l2,
    input  wire        ins_srli_l2,
    input  wire        ins_srai_l2,
    input  wire        ins_add_l2,
    input  wire        ins_sub_l2,
    input  wire        ins_sll_l2,
    input  wire        ins_slt_l2,
    input  wire        ins_sltu_l2,
    input  wire        ins_xor_l2,
    input  wire        ins_srl_l2,
    input  wire        ins_sra_l2,
    input  wire        ins_or_l2,
    input  wire        ins_and_l2,
    output reg  [31:0] alu_q_l2,       
    output reg         jump_en_l2,
    output reg  [31:0] jump_addr_l2,
    output reg         clear_l1,
    output reg         clear_l2
);
    wire                                                                           [31:0] SRA_mask;
    wire                                                                           [31:0] data0;
    wire                                                                           [31:0] data1;
    wire                                                                           [31:0] sum1;
    wire                                                                           [31:0] data2;
    wire                                                                           [31:0] data3;
    wire                                                                           [31:0] data4;
    wire                                                                           [31:0] data5;
    wire                                                                           [31:0] sumadd;
    wire                                                                           [31:0] sumadd1;
    wire                                                                           [31:0] alu_a_shift_right_alu_b;
    wire                                                                           [31:0] alu_a_shift_right_imm;
    wire                                                                                  op1_ge_op2_signed;
    wire                                                                                  op1_ge_op2_unsigned;
    wire con_flag = (alu_a_l2[31] == alu_b_l2[31]);
    wire con_flag1 = (alu_a_l2[31] == imm_l2[31]);   
    assign alu_a_shift_right_alu_b = alu_a_l2 >> alu_b_l2[4:0];
    assign alu_a_shift_right_imm   = alu_a_l2 >> imm_l2[4:0];
    assign SRA_mask                = ins_sra_l2 ? (32'hffff_ffff) >> alu_b_l2[4:0] : (32'hffff_ffff) >> imm_l2[4:0];   
    assign data0                   = (ins_jalr_l2 == 1'b1) ? (ins_c_l2 ? 32'd2 : 32'd4) : imm_l2;
    assign data1                   = pc_l2;
    assign op1_ge_op2_signed       = $signed(alu_a_l2) >= $signed(alu_b_l2);
    assign op1_ge_op2_unsigned     = alu_a_l2 >= alu_b_l2;
    alu_add myadd (
        .data0     (data0),
        .data1     (data1),
        .ALU_result(sum1)     
    );
    assign data2 = ins_jal_l2 ? (ins_c_l2 ? 32'd2 : 32'd4) : alu_a_l2;
    assign data3 = (ins_jal_l2 == 1'b1) ? pc_l2 : imm_l2;
    alu_add myadd1 (
        .data0     (data2),
        .data1     (data3),
        .ALU_result(sumadd)   
    );
    assign data4 = alu_a_l2;   
    assign data5 = (ins_sub_l2 == 1'b1) ? (~alu_b_l2 + 1'b1) : alu_b_l2;   
    alu_add myadd2 (   
        .data0     (data4),
        .data1     (data5),
        .ALU_result(sumadd1)   
    );
    always @(*) begin
        unique if (ins_lui_l2) begin
            alu_q_l2     = imm_l2;   
            jump_en_l2   = 1'b0;
            jump_addr_l2 = 32'b0;
            clear_l1     = 1'b0;
            clear_l2     = 1'b0;
        end else if (ins_auipc_l2) begin
            alu_q_l2     = sum1;
            jump_en_l2   = 1'b0;
            jump_addr_l2 = 32'b0;
            clear_l1     = 1'b0;
            clear_l2     = 1'b0;
        end else if (ins_jal_l2) begin
            jump_en_l2   = 1'b0;   
            alu_q_l2     = sumadd;
            jump_addr_l2 = 32'b0;
            clear_l1     = 1'b0;
            clear_l2     = 1'b0;
        end else if (ins_jalr_l2) begin
            jump_addr_l2 = sumadd;
            alu_q_l2     = sum1;
            jump_en_l2   = 1'b1;
            clear_l1     = 1'b1;
            clear_l2     = 1'b1;
        end else if (ins_beq_l2) begin
            if (alu_a_l2 == alu_b_l2) begin   
                jump_addr_l2 = sum1;
                jump_en_l2   = 1'b1;   
                clear_l1     = 1'b1;
                clear_l2     = 1'b1;
                alu_q_l2     = 32'b0;
            end else begin
                jump_en_l2   = 1'b0;
                jump_addr_l2 = 32'b0;
                clear_l1     = 1'b0;
                clear_l2     = 1'b0;
                alu_q_l2     = 32'b0;
            end
        end else if (ins_bne_l2) begin
            if (alu_a_l2 != alu_b_l2) begin   
                jump_addr_l2 = sum1;
                jump_en_l2   = 1'b1;   
                clear_l1     = 1'b1;
                clear_l2     = 1'b1;
                alu_q_l2     = 32'b0;
            end else begin
                jump_en_l2   = 1'b0;
                jump_addr_l2 = 32'b0;
                clear_l1     = 1'b0;
                clear_l2     = 1'b0;
                alu_q_l2     = 32'b0;
            end
        end else if (ins_blt_l2) begin   
            if (op1_ge_op2_signed == 0) begin
                jump_addr_l2 = sum1;
                jump_en_l2   = 1'b1;   
                clear_l1     = 1'b1;
                clear_l2     = 1'b1;
                alu_q_l2     = 32'b0;
            end else begin
                jump_en_l2   = 1'b0;
                jump_addr_l2 = 32'b0;
                clear_l1     = 1'b0;
                clear_l2     = 1'b0;
                alu_q_l2     = 32'b0;
            end
        end else if (ins_bge_l2) begin   
            if (op1_ge_op2_signed == 1) begin
                jump_addr_l2 = sum1;
                jump_en_l2   = 1'b1;   
                clear_l1     = 1'b1;
                clear_l2     = 1'b1;
                alu_q_l2     = 32'b0;
            end else begin
                jump_en_l2   = 1'b0;
                jump_addr_l2 = 32'b0;
                clear_l1     = 1'b0;
                clear_l2     = 1'b0;
                alu_q_l2     = 32'b0;
            end
        end else if (ins_bltu_l2) begin
            if (op1_ge_op2_unsigned == 0) begin
                jump_addr_l2 = sum1;
                jump_en_l2   = 1'b1;   
                clear_l1     = 1'b1;
                clear_l2     = 1'b1;
                alu_q_l2     = 32'b0;
            end else begin
                jump_en_l2   = 1'b0;
                jump_addr_l2 = 32'b0;
                clear_l1     = 1'b0;
                clear_l2     = 1'b0;
                alu_q_l2     = 32'b0;
            end
        end else if (ins_bgeu_l2) begin
            if (op1_ge_op2_unsigned == 1) begin
                jump_addr_l2 = sum1;
                jump_en_l2   = 1'b1;   
                clear_l1     = 1'b1;
                clear_l2     = 1'b1;
                alu_q_l2     = 32'b0;
            end else begin
                jump_en_l2   = 1'b0;
                jump_addr_l2 = 32'b0;
                clear_l1     = 1'b0;
                clear_l2     = 1'b0;
                alu_q_l2     = 32'b0;
            end
        end else if (ins_lb_l2) begin   
            alu_q_l2     = sumadd;
            jump_en_l2   = 1'b0;
            clear_l1     = 1'b0;
            clear_l2     = 1'b0;
            jump_addr_l2 = 32'b0;
        end else if (ins_lh_l2) begin
            alu_q_l2     = sumadd;
            jump_en_l2   = 1'b0;
            clear_l1     = 1'b0;
            clear_l2     = 1'b0;
            jump_addr_l2 = 32'b0;
        end else if (ins_lw_l2) begin
            alu_q_l2     = sumadd;
            jump_en_l2   = 1'b0;
            clear_l1     = 1'b0;
            clear_l2     = 1'b0;
            jump_addr_l2 = 32'b0;
        end else if (ins_lhu_l2) begin
            alu_q_l2     = sumadd;
            jump_en_l2   = 1'b0;
            clear_l1     = 1'b0;
            clear_l2     = 1'b0;
            jump_addr_l2 = 32'b0;
        end else if (ins_lbu_l2) begin
            alu_q_l2     = sumadd;
            jump_en_l2   = 1'b0;
            clear_l1     = 1'b0;
            clear_l2     = 1'b0;
            jump_addr_l2 = 32'b0;
        end else if (ins_sb_l2) begin
            alu_q_l2     = sumadd;
            jump_en_l2   = 1'b0;
            clear_l1     = 1'b0;
            clear_l2     = 1'b0;
            jump_addr_l2 = 32'b0;
        end else if (ins_sh_l2) begin
            alu_q_l2     = sumadd;
            jump_en_l2   = 1'b0;
            clear_l1     = 1'b0;
            clear_l2     = 1'b0;
            jump_addr_l2 = 32'b0;
        end else if (ins_sw_l2) begin
            alu_q_l2     = sumadd;
            jump_en_l2   = 1'b0;
            clear_l1     = 1'b0;
            clear_l2     = 1'b0;
            jump_addr_l2 = 32'b0;
        end else if (ins_addi_l2) begin   
            alu_q_l2     = sumadd;
            jump_addr_l2 = 32'b0;
            jump_en_l2   = 1'b0;
            clear_l1     = 1'b0;
            clear_l2     = 1'b0;
        end else if (ins_slti_l2) begin
            if (con_flag1 == 1'b1) begin
                if (alu_a_l2[30:0] < imm_l2[30:0]) begin
                    alu_q_l2     = 32'd1;
                    jump_addr_l2 = 32'b0;
                    jump_en_l2   = 1'b0;
                    clear_l1     = 1'b0;
                    clear_l2     = 1'b0;
                end else begin
                    alu_q_l2     = 32'd0;
                    jump_addr_l2 = 32'b0;
                    jump_en_l2   = 1'b0;
                    clear_l1     = 1'b0;
                    clear_l2     = 1'b0;
                end
            end else begin
                if (alu_a_l2[31] == 1'b1) begin
                    alu_q_l2     = 32'd1;
                    jump_addr_l2 = 32'b0;
                    jump_en_l2   = 1'b0;
                    clear_l1     = 1'b0;
                    clear_l2     = 1'b0;
                end else begin
                    alu_q_l2     = 32'd0;
                    jump_addr_l2 = 32'b0;
                    jump_en_l2   = 1'b0;
                    clear_l1     = 1'b0;
                    clear_l2     = 1'b0;
                end
            end
        end else if (ins_sltiu_l2) begin
            if (alu_a_l2[31:0] < imm_l2[31:0]) begin
                alu_q_l2     = 32'd1;
                jump_addr_l2 = 32'b0;
                jump_en_l2   = 1'b0;
                clear_l1     = 1'b0;
                clear_l2     = 1'b0;
            end else begin
                alu_q_l2     = 32'd0;
                jump_addr_l2 = 32'b0;
                jump_en_l2   = 1'b0;
                clear_l1     = 1'b0;
                clear_l2     = 1'b0;
            end
        end else if (ins_xori_l2) begin   
            alu_q_l2     = alu_a_l2 ^ imm_l2;
            jump_addr_l2 = 32'b0;
            jump_en_l2   = 1'b0;
            clear_l1     = 1'b0;
            clear_l2     = 1'b0;
        end else if (ins_ori_l2) begin   
            alu_q_l2     = alu_a_l2 | imm_l2;
            jump_addr_l2 = 32'b0;
            jump_en_l2   = 1'b0;
            clear_l1     = 1'b0;
            clear_l2     = 1'b0;
        end else if (ins_andi_l2) begin   
            alu_q_l2     = alu_a_l2 & imm_l2;
            jump_addr_l2 = 32'b0;
            jump_en_l2   = 1'b0;
            clear_l1     = 1'b0;
            clear_l2     = 1'b0;
        end else if (ins_slli_l2) begin   
            alu_q_l2     = alu_a_l2 << imm_l2;
            jump_addr_l2 = 32'b0;
            jump_en_l2   = 1'b0;
            clear_l1     = 1'b0;
            clear_l2     = 1'b0;
        end else if (ins_srli_l2) begin   
            alu_q_l2     = alu_a_l2 >> imm_l2;
            jump_addr_l2 = 32'b0;
            jump_en_l2   = 1'b0;
            clear_l1     = 1'b0;
            clear_l2     = 1'b0;
        end else if (ins_srai_l2) begin
            alu_q_l2     = ((alu_a_shift_right_imm) & SRA_mask) | ({32{alu_a_l2[31]}} & (~SRA_mask));
            jump_addr_l2 = 32'b0;
            jump_en_l2   = 1'b0;
            clear_l1     = 1'b0;
            clear_l2     = 1'b0;
        end else if (ins_add_l2) begin
            alu_q_l2     = sumadd1;
            jump_addr_l2 = 32'b0;
            jump_en_l2   = 1'b0;
            clear_l1     = 1'b0;
            clear_l2     = 1'b0;
        end else if (ins_sll_l2) begin
            alu_q_l2     = alu_a_l2 << alu_b_l2;
            jump_addr_l2 = 32'b0;
            jump_en_l2   = 1'b0;
            clear_l1     = 1'b0;
            clear_l2     = 1'b0;
        end else if (ins_slt_l2) begin
            if (op1_ge_op2_signed == 0) begin
                alu_q_l2     = 32'd1;
                jump_addr_l2 = 32'b0;
                jump_en_l2   = 1'b0;
                clear_l1     = 1'b0;
                clear_l2     = 1'b0;
            end else begin
                alu_q_l2     = 32'b0;
                jump_addr_l2 = 32'b0;
                jump_en_l2   = 1'b0;
                clear_l1     = 1'b0;
                clear_l2     = 1'b0;
            end
        end else if (ins_sltu_l2) begin
            if (op1_ge_op2_unsigned == 0) begin
                alu_q_l2     = 32'd1;
                jump_addr_l2 = 32'b0;
                jump_en_l2   = 1'b0;
                clear_l1     = 1'b0;
                clear_l2     = 1'b0;
            end else begin
                alu_q_l2     = 32'b0;
                jump_addr_l2 = 32'b0;
                jump_en_l2   = 1'b0;
                clear_l1     = 1'b0;
                clear_l2     = 1'b0;
            end
        end else if (ins_sub_l2) begin
            alu_q_l2     = sumadd1;
            jump_addr_l2 = 32'b0;
            jump_en_l2   = 1'b0;
            clear_l1     = 1'b0;
            clear_l2     = 1'b0;
        end else if (ins_xor_l2) begin
            alu_q_l2     = alu_a_l2 ^ alu_b_l2;
            jump_addr_l2 = 32'b0;
            jump_en_l2   = 1'b0;
            clear_l1     = 1'b0;
            clear_l2     = 1'b0;
        end else if (ins_srl_l2) begin
            alu_q_l2     = alu_a_l2 >> alu_b_l2;
            jump_addr_l2 = 32'b0;
            jump_en_l2   = 1'b0;
            clear_l1     = 1'b0;
            clear_l2     = 1'b0;
        end else if (ins_sra_l2) begin
            alu_q_l2     = ((alu_a_shift_right_alu_b) & SRA_mask) | ({32{alu_a_l2[31]}} & (~SRA_mask));
            jump_addr_l2 = 32'b0;
            jump_en_l2   = 1'b0;
            clear_l1     = 1'b0;
            clear_l2     = 1'b0;
        end else if (ins_or_l2) begin
            alu_q_l2     = alu_a_l2 | alu_b_l2;
            jump_addr_l2 = 32'b0;
            jump_en_l2   = 1'b0;
            clear_l1     = 1'b0;
            clear_l2     = 1'b0;
        end else if (ins_and_l2) begin
            alu_q_l2     = alu_a_l2 & alu_b_l2;
            jump_addr_l2 = 32'b0;
            jump_en_l2   = 1'b0;
            clear_l1     = 1'b0;
            clear_l2     = 1'b0;
        end else begin
            alu_q_l2     = 32'b0;
            jump_addr_l2 = 32'b0;
            jump_en_l2   = 1'b0;
            clear_l1     = 1'b0;
            clear_l2     = 1'b0;
        end
    end
endmodule
module alu_add (
    input  wire [31:0] data0,
    input  wire [31:0] data1,
    output wire [31:0] ALU_result
);
    assign ALU_result = data0 + data1;
endmodule
```
**run.sh**
```bash
#!/bin/bash
# OpenROAD 26Q1-2900-gdf79404cd8, Yosys 0.63+post, stock flow scripts
make -C /OpenROAD-flow-scripts/flow DESIGN_CONFIG=/design/flow/config.mk WORK_HOME=/design/flow/orfs finish
```
==> flow_metrics.py <==
# Auto-generated metrics
metrics = {
    "pwr": {
        "netSwitchingPower_mw": 0.366,
        "p_per_area_nw_per_um2": 26.5,
        "p_leak_nw": 8.99,
        "ir_worst_vdd_mv": 0.0213,
        "p_int_mw": 0.212,
        "swShare_pct": 63.3,
    },
    "clock_network": {
        "ctsHoldBuffers": 0,
        "cts-resized-gates": 0,
        "post-cts-setup-buffer-count": 0,
    },
    "yosys": {
        "ys_seq_share_pct": 0,
        "netlist_area_um2": 19100,
        "ys_warn_count": 1,
        "yosys_area_um2": 19100,
        "avgSynthCellArea_um2": 6.81,
        "yosys_cells": 2811,
        "postSynthCellCount": 2811,
        "synth_cell_types": 88,
    },
    "worst_setup_path": {
        "required_ns": 22.64,
        "end_kind": "output pin",
        "cp_data_arrival_time_ns": 11.56,
        "worstSetupPathType": "in2out",
        "crit_start": "alu_b_l2[1]",
        "crit_fanout": 35,
        "startpoint_type": "primary input",
        "cp-endpoint": "alu_q_l2[17]",
    },
    "floorplanning": {
        "die_h_um": 198,
        "rows": 71,
        "die-area_um2": 39100,
        "coreArea_um2": 37700,
        "initCoreUtil_pct": 50.8,
        "io-pin-count": 233,
        "die_width_um": 198,
    },
    "run": {
        "tool_warnings": 41,
        "cap_violations": 1,
    },
    "global_route": {
        "grt_pass1_wl_um": 160000,
        "grt_max_degree": 65,
        "grt_pass1_vias": 23400,
        "grt_util_all_layers_pct": 57.9,
        "grt.overflow.total": 0,
        "antenna_found_initial": 13,
    },
    "final_timing": {
        "finalClockPeriodUsage_pct": 60.9,
        "rsz0062_at_grt": "no",
        "drv_slew": 2,
        "max_freq_mhz": 58.1,
        "setup_viol": 0,
        "worst_pin_slew_ns": 1.57,
        "setup_tns_ns": 0,
        "fin_crit_ns": 17.22,
        "slew_headroom_pct": -5.21,
        "hold_viol_final": 0,
        "fin_ws_ns": 11.08,
    },
    "run_status": {
        "status": "finished with violations",
        "violations": "max-capacitance violations, max-slew violations",
    },
    "cells_and_area": {
        "final_core_util_pct": 57.8,
        "stdcell_count": 3402,
        "clkbuf_count": 0,
        "regArea_um2": 0,
        "area_delta_synth_final_pct": 13.8,
        "n_sequential_cell": 0,
        "final_area_um2": 21800,
        "drive_gt1_share_pct": 8.21,
    },
    "placement": {
        "place_area_um2": 21800,
        "place_ws_ns": 11.40,
        "gp_congestion": 1.22,
        "post-place-cells": 3397,
        "dp_hpwl_um": 82000,
        "io_buffers": 233,
    },
    "drt": {
        "firstDrtPassIters": 12,
        "drt_wl_total_um": 113000,
        "first_iter_violations": 4128,
        "avgRoutedWirePerCell_um": 33.1,
        "ant_nets": 0,
        "num_vias": 25600,
        "drc_errors": 0,
        "viasPerCell": 7.53,
    },
    "worst_hold_path": {
        "hold_path_class": "in2out",
    },
}
placed cells by master (no fill, tap or decap), types with 16 or more instances in the layout:
cell type,Yosys,final
inv_1,85,85
o21a_1,28,28
a31oi_1,29,29
mux2_2,16,16
nand4_1,33,33
clkdlybuf4s50_1,0,225
and3_1,24,24
a221oi_1,19,19
ha_1,165,165
a22oi_1,24,24
mux4_2,67,67
a211oi_1,40,40
mux2i_1,205,204
o221ai_1,20,20
a22o_1,33,33
nand3_1,103,103
nand2b_1,26,26
a21oi_1,226,226
nor2b_1,51,50
buf_4,9,100
o22ai_1,40,40
o211ai_1,47,47
nand2_1,338,338
nor2_1,173,173
nor3_1,59,59
xnor2_1,78,78
a21o_1,54,54
o31ai_1,26,26
xor2_1,37,37
o21ai_0,240,237
nor4_1,19,19
kinds of logic (layout without fill, tap and decap cells):
| family | after synthesis | after routing | share of synthesized area (%) |
|---|---|---|---|
| xor gates and xnor gates | 115 | 115 | 5.26 |
| muxes | 293 | 293 | 19.9 |
| other | 0 | 5 | 0 |
| buffers and inverters | 347 | 422 | 7.50 |
| adders and majority gates | 168 | 168 | 11.1 |
| AOI/OAI and AO/OA | 989 | 989 | 34.1 |
| and+or+nand+nor | 899 | 899 | 22.1 |
worst max-delay path, stage by stage:
cell and delay, ns:
buf_2 0.10, buf_4 0.28, inv_1 0.56, ha_1 0.28, nor2b_1 0.53, nand2_1 0.18
o21ai_0 0.24, xnor2_1 0.14, ha_1 0.33, a21oi_1 0.19, o21ai_0 0.09, a21oi_1 0.38
a31oi_1 0.31, a31oi_1 0.35, xor2_1 0.76, o221ai_1 0.41, nand3b_1 0.32, clkdlybuf4s50_1 0.43
layout make-up:
cell class | instances | area [um2]
Tap cell | 511 | 639
Inverter | 89 | 334
Fill cell | 3554 | 15900
Antenna cell | 5 | 12.5
Timing Repair Buffer | 333 | 3040
Multi-Input combinational cell | 2464 | 17800
stage by stage:
| stage | total power, mW | hold slack [ns] |
|---|---|---|
| after floorplan | 0.322 | 11.49 |
| after global placement | 0.535 | 12.39 |
| after detailed placement | 0.538 | 12.39 |
| after CTS | 0.540 | 12.39 |
| after global routing | 0.595 | 12.46 |
| final | 0.578 | 12.42 |
how the worst min path moves through the flow:
stage | startpoint | to | depth (start not counted)
4_1_cts | ins_jalr_l2 | jump_addr_l2[20] | 5
5_1_grt | ins_jalr_l2 | jump_addr_l2[20] | 5
6_report | ins_jalr_l2 | jump_addr_l2[20] | 5
per-layer routing:
metal | wire, um | global-route usage, %
met5 | 113 | 1.28
met4 | 12100 | 47.4
met3 | 19100 | 28.9
met2 | 42700 | 77.4
met1 | 38700 | 69.1
synthesized netlist by cell type (all sizes together), types with 37 or more instances:
| cell | instances | area [um2] |
|---|---|---|
| nand2 | 338 | 1270 |
| o21ai | 243 | 1220 |
| a21oi | 226 | 1130 |
| mux2i | 209 | 2110 |
| clkbuf | 179 | 672 |
| nor2 | 174 | 661 |
| ha | 165 | 2060 |
| nand3 | 103 | 515 |
| inv | 85 | 319 |
| buf | 79 | 429 |
| xnor2 | 78 | 683 |
| mux4 | 67 | 1510 |
| nor3 | 59 | 295 |
| a21o | 56 | 435 |
| nor2b | 51 | 319 |
| o211ai | 47 | 353 |
| a211oi | 40 | 300 |
| o22ai | 40 | 250 |
| xor2 | 37 | 324 |
power groups by stage:
stage                 clock network [mW]  registers (mW)  logic, mW
after CTS                              0               0      0.540
after global routing                   0               0      0.595
Power and IR drop assume default switching activity.
