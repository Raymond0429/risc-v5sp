==> flow/design.v <==
module Decode (
    input  logic [31:0] ins_l1,
    input  logic [31:0] pc_l1,
    output logic [31:0] imm_l1,
    output logic [ 4:0] rd_l1,
    output logic [ 4:0] rs1_l1,
    output logic [ 4:0] rs2_l1,
    output logic        clear_l1,
    output logic [31:0] jump_addr_l1,
    output logic        jump_en_l1,
    output logic        ins_c_l1,
    output logic        ins_lui_l1,
    output logic        ins_auipc_l1,
    output logic        ins_jal_l1,
    output logic        ins_jalr_l1,
    output logic        ins_beq_l1,
    output logic        ins_bne_l1,
    output logic        ins_blt_l1,
    output logic        ins_bge_l1,
    output logic        ins_bltu_l1,
    output logic        ins_bgeu_l1,
    output logic        ins_lb_l1,
    output logic        ins_lh_l1,
    output logic        ins_lw_l1,
    output logic        ins_lbu_l1,
    output logic        ins_lhu_l1,
    output logic        ins_sb_l1,
    output logic        ins_sh_l1,
    output logic        ins_sw_l1,
    output logic        ins_addi_l1,
    output logic        ins_slti_l1,
    output logic        ins_sltiu_l1,
    output logic        ins_xori_l1,
    output logic        ins_ori_l1,
    output logic        ins_andi_l1,
    output logic        ins_slli_l1,
    output logic        ins_srli_l1,
    output logic        ins_srai_l1,
    output logic        ins_add_l1,
    output logic        ins_sub_l1,
    output logic        ins_sll_l1,
    output logic        ins_slt_l1,
    output logic        ins_sltu_l1,
    output logic        ins_xor_l1,
    output logic        ins_srl_l1,
    output logic        ins_sra_l1,
    output logic        ins_or_l1,
    output logic        ins_and_l1
);
    wire [1:0] c_opcode = ins_l1[1:0];
    assign ins_c_l1 = c_opcode != 2'b11;
    wire [6:0] opcode = ins_l1[6:0];
    wire [2:0] funct3 = ins_l1[14:12];
    wire [6:0] funct7 = ins_l1[31:25];
    wire has_rd;
    wire [4:0] rd = has_rd ? ins_l1[11:7] : 5'd0;
    wire [4:0] rs1 = ins_l1[19:15];
    wire [4:0] rs2 = ins_l1[24:20];
    wire funct3_000 = funct3 == 3'b000;
    wire funct3_001 = funct3 == 3'b001;
    wire funct3_010 = funct3 == 3'b010;
    wire funct3_011 = funct3 == 3'b011;
    wire funct3_100 = funct3 == 3'b100;
    wire funct3_101 = funct3 == 3'b101;
    wire funct3_110 = funct3 == 3'b110;
    wire funct3_111 = funct3 == 3'b111;
    wire funct7_00 = funct7 == 7'b0000000;
    wire funct7_01 = funct7 == 7'b0100000;
    wire ins_lui = opcode == 7'b0110111;
    wire ins_auipc = opcode == 7'b0010111;
    wire type_u = ins_lui || ins_auipc;
    wire ins_jal = opcode == 7'b1101111;
    wire type_uj = ins_jal;
    wire ins_jalr = opcode == 7'b1100111;
    wire type_i_jalr = ins_jalr;
    wire type_sb = opcode == 7'b1100011;
    wire ins_beq = type_sb && funct3_000;
    wire ins_bne = type_sb && funct3_001;
    wire ins_blt = type_sb && funct3_100;
    wire ins_bge = type_sb && funct3_101;
    wire ins_bltu = type_sb && funct3_110;
    wire ins_bgeu = type_sb && funct3_111;
    wire type_i_ld = opcode == 7'b0000011;
    wire ins_lb = type_i_ld && funct3_000;
    wire ins_lh = type_i_ld && funct3_001;
    wire ins_lw = type_i_ld && funct3_010;
    wire ins_lbu = type_i_ld && funct3_100;
    wire ins_lhu = type_i_ld && funct3_101;
    wire type_s = opcode == 7'b0100011;
    wire ins_sb = type_s && funct3_000;
    wire ins_sh = type_s && funct3_001;
    wire ins_sw = type_s && funct3_010;
    wire type_i_ai = opcode == 7'b0010011;
    wire type_i = type_i_jalr || type_i_ld || type_i_ai;
    wire ins_addi = type_i_ai && funct3_000;
    wire ins_slti = type_i_ai && funct3_010;
    wire ins_sltiu = type_i_ai && funct3_011;
    wire ins_xori = type_i_ai && funct3_100;
    wire ins_ori = type_i_ai && funct3_110;
    wire ins_andi = type_i_ai && funct3_111;
    wire ins_slli = type_i_ai && funct3_001 && funct7_00;
    wire ins_srli = type_i_ai && funct3_101 && funct7_00;
    wire ins_srai = type_i_ai && funct3_101 && funct7_01;
    wire type_r = opcode == 7'b0110011;
    wire ins_add = type_r && funct3_000 && funct7_00;
    wire ins_sub = type_r && funct3_000 && funct7_01;
    wire ins_sll = type_r && funct3_001 && funct7_00;
    wire ins_slt = type_r && funct3_010 && funct7_00;
    wire ins_sltu = type_r && funct3_011 && funct7_00;
    wire ins_xor = type_r && funct3_100 && funct7_00;
    wire ins_srl = type_r && funct3_101 && funct7_00;
    wire ins_sra = type_r && funct3_101 && funct7_01;
    wire ins_or = type_r && funct3_110 && funct7_00;
    wire ins_and = type_r && funct3_111 && funct7_00;
    wire [31:0] imm =
        (type_i                             ? {{20{ins_l1[31]}}, ins_l1[31:20]}                                             : 32'd0) |
        (type_s                             ? {{20{ins_l1[31]}}, ins_l1[31:25], ins_l1[11:7]}                               : 32'd0) |
        (type_sb                            ? {{19{ins_l1[31]}}, ins_l1[31], ins_l1[7], ins_l1[30:25], ins_l1[11:8], 1'b0}  : 32'd0) |
        (type_u                             ? {ins_l1[31:12], 12'd0}                                                        : 32'd0) |
        (type_uj                            ? {{11{ins_l1[31]}}, ins_l1[31], ins_l1[19:12], ins_l1[20], ins_l1[30:21], 1'b0}: 32'd0) |
        ((ins_srli || ins_srai || ins_slli) ? {27'd0, ins_l1[24:20]}                                                        : 32'd0)
    ;
    assign has_rd = type_r || type_i || type_u || type_uj;
    wire c_opcode_00 = c_opcode == 2'b00;
    wire c_opcode_01 = c_opcode == 2'b01;
    wire c_opcode_10 = c_opcode == 2'b10;
    wire [1:0] cs_funct2 = ins_l1[6:5];
    wire [1:0] cb_funct2 = ins_l1[11:10];
    wire [2:0] c_funct3 = ins_l1[15:13];
    wire c_funct3_000 = c_funct3 == 3'b000;
    wire c_funct3_001 = c_funct3 == 3'b001;
    wire c_funct3_010 = c_funct3 == 3'b010;
    wire c_funct3_011 = c_funct3 == 3'b011;
    wire c_funct3_100 = c_funct3 == 3'b100;
    wire c_funct3_101 = c_funct3 == 3'b101;
    wire c_funct3_110 = c_funct3 == 3'b110;
    wire c_funct3_111 = c_funct3 == 3'b111;
    wire cb_funct2_00 = cb_funct2 == 2'b00;
    wire cb_funct2_01 = cb_funct2 == 2'b01;
    wire cb_funct2_10 = cb_funct2 == 2'b10;
    wire cb_funct2_11 = cb_funct2 == 2'b11;
    wire c_funct6_100011 = c_funct3_100 && ins_l1[12:10] == 3'b011;
    wire cs_funct2_00 = cs_funct2 == 2'b00;
    wire cs_funct2_01 = cs_funct2 == 2'b01;
    wire cs_funct2_10 = cs_funct2 == 2'b10;
    wire cs_funct2_11 = cs_funct2 == 2'b11;
    wire c_funct4_1000 = c_funct3_100 && ins_l1[12] == 1'd0;
    wire c_funct4_1001 = c_funct3_100 && ins_l1[12] == 1'd1;
    wire c_ins_lw = c_opcode_00 && c_funct3_010;
    wire type_cl = c_ins_lw;
    wire c_ins_sw = c_opcode_00 && c_funct3_110;
    wire c_ins_and_or_xor_sub = c_opcode_01 && c_funct6_100011;
    wire c_ins_and = c_ins_and_or_xor_sub && cs_funct2_11;
    wire c_ins_or = c_ins_and_or_xor_sub && cs_funct2_10;
    wire c_ins_xor = c_ins_and_or_xor_sub && cs_funct2_01;
    wire c_ins_sub = c_ins_and_or_xor_sub && cs_funct2_00;
    wire type_cs = c_ins_sw || c_ins_and_or_xor_sub;
    wire c_ins_j = c_opcode_01 && c_funct3_101;
    wire c_ins_jal = c_opcode_01 && c_funct3_001;
    wire type_cj = c_ins_j || c_ins_jal;
    wire c_ins_beqz = c_opcode_01 && c_funct3_110;
    wire c_ins_bneqz = c_opcode_01 && c_funct3_111;
    wire c_ins_srli = c_opcode_01 && c_funct3_100 && cb_funct2_00;
    wire c_ins_srai = c_opcode_01 && c_funct3_100 && cb_funct2_01;
    wire c_ins_andi = c_opcode_01 && c_funct3_100 && cb_funct2_10;
    wire type_cb = c_ins_beqz || c_ins_bneqz || c_ins_srli || c_ins_srai || c_ins_andi;
    wire c_ins_lwsp = c_opcode_10 && c_funct3_010;
    wire c_ins_li = c_opcode_01 && c_funct3_010;
    wire c_ins_lui_addi16sp = c_opcode_01 && c_funct3_011;
    wire c_rd_eq_2 = ins_l1[11:7] == 5'd2;
    wire c_ins_lui = c_ins_lui_addi16sp && !c_rd_eq_2;
    wire c_ins_addi = c_opcode_01 && c_funct3_000;
    wire c_ins_addi16sp = c_ins_lui_addi16sp && c_rd_eq_2;
    wire c_ins_slli = c_opcode_10 && c_funct3_000;
    wire type_ci = c_ins_lwsp || c_ins_li || c_ins_lui_addi16sp || c_ins_addi || c_ins_slli;
    wire c_ins_addi4spn = c_opcode_00 && c_funct3_000;
    wire type_ciw = c_ins_addi4spn;
    wire c_ins_swsp = c_opcode_10 && c_funct3_110;
    wire type_css = c_ins_swsp;
    wire c_ins_jr_mv = c_opcode_10 && c_funct4_1000;
    wire c_ins_jalr_add = c_opcode_10 && c_funct4_1001;
    wire c_rs2_eq_0 = ins_l1[6:2] == 5'd0;
    wire c_ins_jr = c_ins_jr_mv && c_rs2_eq_0;
    wire c_ins_mv = c_ins_jr_mv && !c_rs2_eq_0;
    wire c_ins_jalr = c_ins_jalr_add && c_rs2_eq_0;
    wire c_ins_add = c_ins_jalr_add && !c_rs2_eq_0;
    wire type_cr = c_ins_jr_mv || c_ins_jalr_add;
    wire [4:0] c_rd =
        ((c_ins_jal || c_ins_jalr)                                          ? 5'd1                  : 5'd0) |
        (((type_cr && !c_ins_jr && !c_ins_jalr) || type_ci)                 ? ins_l1[11:7]          : 5'd0) |
        ((type_ciw || type_cl)                                              ? {2'b01, ins_l1[4:2]}  : 5'd0) |
        (((type_cs && !c_ins_sw) || c_ins_slli || c_ins_srli || c_ins_srai) ? {2'b01, ins_l1[9:7]}  : 5'd0)
    ;
    wire [4:0] c_rs1 =
        ((type_cr && !c_ins_mv)                ? ins_l1[11:7]          : 5'd0) |
        ((c_ins_lwsp || type_css || type_ciw)  ? 5'd2                  : 5'd0) |
        ((type_ci && !c_ins_lwsp && !c_ins_li) ? ins_l1[11:7]          : 5'd0) |
        ((type_cl || type_cs || type_cb)       ? {2'b01, ins_l1[9:7]}  : 5'd0)
    ;
    wire [4:0] c_rs2 =  
        ((c_ins_mv || c_ins_add)  ? ins_l1[6:2]           : 5'd0) |
        (type_css                 ? ins_l1[6:2]           : 5'd0) |
        (type_cs                  ? {2'b01, ins_l1[4:2]}  : 5'd0)
    ;
    wire [31:0] c_imm =  
        (c_ins_lwsp                                ? {24'd0, ins_l1[3:2], ins_l1[12], ins_l1[6:4], 2'b00}                                                                      : 32'd0) |  
        ((c_ins_li || c_ins_addi || c_ins_andi)    ? {{26{ins_l1[12]}}, ins_l1[12], ins_l1[6:2]}                                                                               : 32'd0) |  
        (c_ins_lui                                 ? {{14{ins_l1[12]}}, ins_l1[12], ins_l1[6:2], 12'd0}                                                                        : 32'd0) |  
        (c_ins_addi16sp                            ? {{22{ins_l1[12]}}, ins_l1[12], ins_l1[4:3], ins_l1[5], ins_l1[2], ins_l1[6], 4'd0}                                        : 32'd0) |  
        ((c_ins_slli || c_ins_srli || c_ins_srai)  ? {26'd0, ins_l1[12], ins_l1[6:2]}                                                                                          : 32'd0) |  
        (type_css                                  ? {24'd0, ins_l1[8:7], ins_l1[12:9], 2'b00}                                                                                 : 32'd0) |  
        (type_ciw                                  ? {22'd0, ins_l1[10:7], ins_l1[12:11], ins_l1[5], ins_l1[6], 2'b0}                                                          : 32'd0) |  
        ((type_cl || c_ins_sw)                     ? {25'd0, ins_l1[5], ins_l1[12:10], ins_l1[6], 2'b0}                                                                        : 32'd0) |  
        ((c_ins_beqz || c_ins_bneqz)               ? {{23{ins_l1[12]}}, ins_l1[12], ins_l1[6:5], ins_l1[2], ins_l1[11:10], ins_l1[4:3], 1'd0}                                  : 32'd0) |  
        ((c_ins_j || c_ins_jal)                    ? {{20{ins_l1[12]}}, ins_l1[12], ins_l1[8], ins_l1[10:9], ins_l1[6], ins_l1[7], ins_l1[2], ins_l1[11], ins_l1[5:3], 1'd0}   : 32'd0)
    ;
    assign jump_en_l1   = ins_jal_l1;
    assign clear_l1     = ins_jal_l1;
    assign jump_addr_l1 = pc_l1 + imm_l1;
    assign imm_l1       = ins_c_l1 ? c_imm : imm;
    assign rd_l1        = ins_c_l1 ? c_rd : rd;
    assign rs1_l1       = ins_c_l1 ? c_rs1 : rs1;
    assign rs2_l1       = ins_c_l1 ? c_rs2 : rs2;
    assign ins_lui_l1   = ins_lui || c_ins_lui;
    assign ins_auipc_l1 = ins_auipc;
    assign ins_jal_l1   = ins_jal || c_ins_j || c_ins_jal;
    assign ins_jalr_l1  = ins_jalr || c_ins_jr || c_ins_jalr;
    assign ins_beq_l1   = ins_beq || c_ins_beqz;
    assign ins_bne_l1   = ins_bne || c_ins_bneqz;
    assign ins_blt_l1   = ins_blt;
    assign ins_bge_l1   = ins_bge;
    assign ins_bltu_l1  = ins_bltu;
    assign ins_bgeu_l1  = ins_bgeu;
    assign ins_lb_l1    = ins_lb;
    assign ins_lh_l1    = ins_lh;
    assign ins_lw_l1    = ins_lw || c_ins_lwsp || c_ins_lw;
    assign ins_lbu_l1   = ins_lbu;
    assign ins_lhu_l1   = ins_lhu;
    assign ins_sb_l1    = ins_sb;
    assign ins_sh_l1    = ins_sh;
    assign ins_sw_l1    = ins_sw || c_ins_sw || c_ins_swsp;
    assign ins_addi_l1  = ins_addi || c_ins_li || c_ins_addi || c_ins_addi16sp || c_ins_addi4spn;
    assign ins_slti_l1  = ins_slti;
    assign ins_sltiu_l1 = ins_sltiu;
    assign ins_xori_l1  = ins_xori;
    assign ins_ori_l1   = ins_ori;
    assign ins_andi_l1  = ins_andi || c_ins_andi;
    assign ins_slli_l1  = ins_slli || c_ins_slli;
    assign ins_srli_l1  = ins_srli || c_ins_srli;
    assign ins_srai_l1  = ins_srai || c_ins_srai;
    assign ins_add_l1   = ins_add || c_ins_mv || c_ins_add;
    assign ins_sub_l1   = ins_sub || c_ins_sub;
    assign ins_sll_l1   = ins_sll;
    assign ins_slt_l1   = ins_slt;
    assign ins_sltu_l1  = ins_sltu;
    assign ins_xor_l1   = ins_xor || c_ins_xor;
    assign ins_srl_l1   = ins_srl;
    assign ins_sra_l1   = ins_sra;
    assign ins_or_l1    = ins_or || c_ins_or;
    assign ins_and_l1   = ins_and || c_ins_and;
endmodule
==> flow/run.sh <==
#!/bin/bash
# OpenROAD 26Q1-2900-gdf79404cd8, Yosys 0.63+post, stock flow scripts
make -C /OpenROAD-flow-scripts/flow DESIGN_CONFIG=/design/flow/config.mk WORK_HOME=/design/flow/orfs finish
==> flow/config.mk <==
export PLATFORM = sky130hd
export DESIGN_NAME = Decode
export DESIGN_NICKNAME = Decode
export VERILOG_FILES = /design/flow/design.v
export SDC_FILE = /design/flow/constraint.sdc
export NUM_CORES = 4
export LEC_CHECK = 1
export CORE_UTILIZATION = 50
==> flow/constraint.sdc <==
current_design Decode

set clk_period 13.9
set clk_io_pct 0.2

create_clock -name clk0 -period $clk_period

set non_clock_inputs [all_inputs -no_clocks]
set_input_delay [expr $clk_period * $clk_io_pct] -clock clk0 $non_clock_inputs
set_output_delay [expr $clk_period * $clk_io_pct] -clock clk0 [all_outputs]
==> flow_metrics.env <==
# yosys + openroad results
export IMPL_fin_crit_ps=10910
export IMPL_synth_area_per_cell_um2=6.22
export IMPL_gp_congestion=1.04
export IMPL_hold_viol_final=0
export IMPL_finalCritPeriodShare_pct=78.5
export IMPL_io_buffers=183
export IMPL_tool_warnings=33
export IMPL_drv_slew=0
export IMPL_hold_class="in2out"
export IMPL_diodes=0
export IMPL_synth_seq_share_pct=0
export IMPL_netlist_area_leader_share_pct=10.9
export IMPL_cts_resized=0
export IMPL_path_buffers=3
export IMPL_routed_wl_um=14300
export IMPL_max_stage_delay_ps=960
export IMPL_mux_area_share_pct=0.281
export IMPL_ir_worst_vdd_mv=0.0367
export IMPL_slew_headroom_pct=46.3
export IMPL_place_area_mm2=0.00535
export IMPL_cp_data_arrival_time_ps=8130
export IMPL_outcome="complete, no violations"
export IMPL_wl_per_cell_um=17.6
export IMPL_avgViaCountPerCell=6.35
export IMPL_grt_pass1_wl_um=22200
export IMPL_grt_busiest_layer="met2"
export IMPL_simple_gate_area_share_pct=31.6
export IMPL_crit_family="buffers and inverters"
export IMPL_setup_viol=0
export IMPL_p_per_area_mw_per_mm2=44.2
export IMPL_fillers=510
export IMPL_cp_max_fo=24
export IMPL_top_cells_by_area="ha_1 (11%), a21oi_1 (11%), nand2_1 (7.8%), nor2_1 (4.7%), xnor2_1 (4.2%)"
export IMPL_die_x_um=86.5
export IMPL_crit_type="in2out"
export IMPL_drt_pass1_iter_count=5
export IMPL_p_total_mw=0.237
export IMPL_fp_dieH_um=86.5
export IMPL_drt_first_iter_violations=615
export IMPL_yosysUniqueCellTypes=82
export IMPL_yosys_stat_area_mm2=0.00357
export IMPL_crit_top_cell="clkdlybuf4s50_1"
export IMPL_grt_pass1_vias=4455
export IMPL_core_mm2=0.00683
export IMPL_synth_area_mm2=0.00357
export IMPL_cp_slowest_cell="clkdlybuf4s50_1"
export IMPL_max_slew_worst_pin_slew_ps=804
export IMPL_drcViolationCount=0
export IMPL_track_usage_pct=37.4
export IMPL_ant_nets=0
export IMPL_crit_required_ps=11120
export IMPL_dieArea_mm2=0.00748
export IMPL_synth_xor_xnor_area_share_pct=7.12
export IMPL_ios=183
export IMPL_min_delay_start="ins_l1[16]"
export IMPL_drive_above_1_share_pct=3.91
export IMPL_fin_tns_setup_ps=0
export IMPL_cts_hold_fix_buffers=0
export IMPL_hold_path_end="imm_l1[16]"
export IMPL_end_kind="output pin"
export IMPL_cp_start_kind="input port"
export IMPL_ys_cells=574
export IMPL_top_logic_kind="AND-OR/OR-AND gates"
export IMPL_synth_adder_area_share_pct=11.4
export IMPL_min_path_cells=4
export IMPL_top_area_cell="ha_1"
export IMPL_antenna_found_initial=0
export IMPL_area_growth_pct=50.0
export IMPL_ff_count=0
export IMPL_aoi_share_pct=42.0
export IMPL_grt_use_met3_pct=7.63
export IMPL_timing_hold_ws_ps=6590
export IMPL_max_cap_violations=0
export IMPL_fin_util_pct=78.4
export IMPL_seqCellArea_um2=0
export IMPL_grt_max_degree=25
export IMPL_synth_warnings=0
export IMPL_post_cts_setup_buffer_count=0
export IMPL_vias=5157
export IMPL_use_met2_pct=61.8
export IMPL_floorplanUtilization_pct=52.2
export IMPL_path_cells="clkdlybuf4s50_1 -> and2_1 -> inv_2 -> a21oi_2 -> a21boi_1 -> a21oi_1 -> ha_1 -> nand2_1 -> or4_4 -> o21ai_4 -> nand3_2 -> o31ai_2 -> xor2_1 -> clkdlybuf4s50_1"
export IMPL_use_met1_pct=49.2
export IMPL_clkbuf_count=0
export IMPL_power_leakage_nw=2.07
export IMPL_fmax_mhz=91.6
export IMPL_placementRows=30
export IMPL_overflow=0
export IMPL_syn_inst=574
export IMPL_logic_area_mm2=0.00330
export IMPL_rsz0062_at_grt="no"
export IMPL_design_area_mm2=0.00535
export IMPL_hpwl_um=11500
[cell usage in the layout (no fill, tap or decap), types with 18 or more instances in the layout]
cell	count
nor3_1	21
nor2_1	45
a21o_1	18
nand3_1	18
clkdlybuf4s50_1	183
nand2_1	74
o21ai_0	20
ha_1	31
a21oi_1	77
o21ai_1	21
[synthesized netlist by cell type (3+ instances only)]
cell type   n
o21a_1      5
nor3_1     21
nand2_1    74
a22oi_1     3
ha_1       31
nand3_1    18
xor2_1     12
buf_2      17
o21bai_1    4
a32o_1      3
a21o_1     18
a21oi_2     3
xnor2_1    17
o32ai_1     4
a21oi_1    77
nand2b_1   15
a31oi_1    11
o21ai_0    20
o31ai_1     4
nand4_1     3
or3_1       5
nor2b_1     6
nor4_1      6
a22o_1      7
o211ai_1    5
and3_1      3
o22ai_1     6
clkbuf_1   22
inv_1      17
o21ai_1    21
a211o_1     3
and2_1      4
buf_1       4
a32oi_1     3
nor2_1     45
[power breakdown]
| part | total, mW | leakage (nW) | switching [mW] | internal [mW] |
|---|---|---|---|---|
| sequential | 0 | 0 | 0 | 0 |
| combinational | 0.237 | 2.07 | 0.109 | 0.128 |
| clock | 0 | 0 | 0 | 0 |
[how the worst max path moves through the flow]
| stage | startpoint | slack [ps] | cells after the start | end |
|---|---|---|---|---|
| finish | ins_l1[0] | 2990 | 14 | jump_addr_l1[26] |
| global route | ins_l1[0] | 2630 | 15 | jump_addr_l1[31] |
| CTS | ins_l1[0] | 3100 | 14 | jump_addr_l1[26] |
[layout make-up]
cell class / count / share of cell area, %
Inverter: 19 / 1.33
Multi-Input combinational cell: 510 / 61.6
Tap cell: 96 / 2.24
Timing Repair Buffer: 187 / 34.8
[through the flow]
step,setup slack [ps],instances
after floorplan,5400,574
after detailed placement,3130,812
after CTS,3100,812
after global placement,3240,812
after global routing,2630,812
final,2990,812
[cells by family after synthesis]
family,Yosys count
AOI/OAI and AO/OA,225
and+or+nand+nor,223
buffers and inverters,64
adders and majority gates,32
xor gates and xnor gates,29
muxes,1
[routing by layer]
metal	wire, um	up-vias
met4	505	0
li1	-	2424
met5	0	-
met3	1580	53
met1	5690	2348
met2	6510	332
Power is estimated from default activity; no workload was simulated.
