**run.sh**
```bash
#!/bin/bash
# OpenROAD 26Q1-2900-gdf79404cd8, Yosys 0.63+post, stock flow scripts
make -C /OpenROAD-flow-scripts/flow DESIGN_CONFIG=/design/flow/config.mk WORK_HOME=/design/flow/orfs finish
```
**config.mk**
```make
export PLATFORM = sky130hd
export DESIGN_NAME = RegFile
export DESIGN_NICKNAME = RegFile
export VERILOG_FILES = /design/flow/design.v
export SDC_FILE = /design/flow/constraint.sdc
export NUM_CORES = 4
export LEC_CHECK = 1
export CORE_UTILIZATION = 50
```
**constraint.sdc**
```tcl
current_design RegFile

set clk_period 11.5
set clk_io_pct 0.2

create_clock -name clk0 -period $clk_period [get_ports {clk}]

set non_clock_inputs [all_inputs -no_clocks]
set_input_delay [expr $clk_period * $clk_io_pct] -clock clk0 $non_clock_inputs
set_output_delay [expr $clk_period * $clk_io_pct] -clock clk0 [all_outputs]
```
**design.v**
```verilog
module RegFile (
    input  wire        clk,
    input  wire        rstn,
    input  wire [ 4:0] rd_l3,
    input  wire [ 4:0] rs1_l2,
    input  wire [ 4:0] rs2_l2,
    input  wire [31:0] alu_q_l3,
    input  wire [31:0] ram_rdata_l3,
    input  wire        load_l3,
    output reg  [31:0] xrs1_l2,
    output reg  [31:0] xrs2_l2,
    output wire [31:0] wval_l3
);
    wire [31:0] wval;
    assign wval = load_l3 ? ram_rdata_l3 : alu_q_l3;
    reg [31:0] reg_file[31:1];
    always @(*) begin
        if (rs1_l2 == 5'b0) begin
            xrs1_l2 = 32'b0;
        end else begin
            xrs1_l2 = reg_file[rs1_l2];
        end
    end
    always @(*) begin
        if (rs2_l2 == 5'b0) begin
            xrs2_l2 = 32'b0;
        end else begin
            xrs2_l2 = reg_file[rs2_l2];
        end
    end
    genvar i;
    generate
        for (i = 1; i <= 31; i = i + 1) begin
            always @(posedge clk) begin
                if (!rstn) begin
                    reg_file[i] = 32'b0;
                end else if (rd_l3 == i) begin
                    reg_file[i] <= wval;
                end
            end
        end
    endgenerate
    assign wval_l3 = wval;
endmodule
```
==> flow_summary.html <==
<h2>Synthesis and place &amp; route</h2>
<table>
<tr><th>Metric</th><th>Value</th></tr>
<tr><th colspan="2">Final timing</th></tr>
<tr><td>Worst-margin pin slew</td><td>1.15 ns</td></tr>
<tr><td>Total count of max-transition violations in the final report</td><td>0</td></tr>
<tr><td>Peak clock frequency supported by timing</td><td>0.108 GHz</td></tr>
<tr><td>Final-report hold violation count</td><td>0</td></tr>
<tr><td>Ratio of final minimum period to clock period</td><td>80.7%</td></tr>
<tr><td>Time the final worst path needs with I/O delays and setup</td><td>9.28 ns</td></tr>
<tr><td>Unrepaired setup endpoints after global routing</td><td>no</td></tr>
<tr><td>Setup Viol. Count Final</td><td>0</td></tr>
<tr><td>Clock Skews</td><td>0 ns</td></tr>
<tr><td>Post-route setup TNS</td><td>0 ns</td></tr>
<tr><td>Worst relative slew slack</td><td>23.3%</td></tr>
<tr><th colspan="2">Pwr</th></tr>
<tr><td>Portion of total power attributed to the clock network</td><td>46.6%</td></tr>
<tr><td>P per Cell Area</td><td>146 nW/um^2</td></tr>
<tr><td>Leakage Power</td><td>30.6 nW</td></tr>
<tr><td>Worst supply voltage drop on vdd</td><td>0.000124 V</td></tr>
<tr><td>Internal power</td><td>5.92 mW</td></tr>
<tr><td>Sw Share</td><td>25.9%</td></tr>
<tr><td>Sequential share of power</td><td>44.9%</td></tr>
<tr><td>Logic pwr share</td><td>8.5%</td></tr>
<tr><td>Switching power</td><td>2.07 mW</td></tr>
<tr><th colspan="2">Clock tree</th></tr>
<tr><td>Worst-case clock buffer depth</td><td>3</td></tr>
<tr><td>Register clock-pin slew on the reported worst setup and hold paths</td><td>0.06 ns</td></tr>
<tr><td># Post-CTS Setup Buffers</td><td>0</td></tr>
<tr><td>Number of levels the H-tree was split into</td><td>3</td></tr>
<tr><td>Skew-Pair Late Insertion Delay</td><td>0.70 ns</td></tr>
<tr><td>TritonCTS Buffers</td><td>107</td></tr>
<tr><td>Clock tree from TritonCTS</td><td>done</td></tr>
<tr><td>Root buffer cell</td><td>clkbuf_16</td></tr>
<tr><td>Number of sinks handled by clock tree synthesis</td><td>992</td></tr>
<tr><td>Hold buffers post-CTS</td><td>0</td></tr>
<tr><td>Count of instances resized after the clock tree is built</td><td>0</td></tr>
<tr><th colspan="2">Synthesis</th></tr>
<tr><td>AND-OR/OR-AND Cells, Area Fraction</td><td>37.4%</td></tr>
<tr><td>Number of instances in the synthesized netlist</td><td>5,437</td></tr>
<tr><td>Main area contributors</td><td>dfxtp_1 (41%), o211a_1 (21%), a22oi_1 (13%)</td></tr>
<tr><td>Area fraction in and, or, nand and nor cells</td><td>14.6%</td></tr>
<tr><td>XOR-XNOR Cells, Area Fraction</td><td>0%</td></tr>
<tr><td>Count of warnings emitted by yosys</td><td>34</td></tr>
<tr><td>Top non-seq family</td><td>AND-OR/OR-AND gates</td></tr>
<tr><td>MUX area fraction</td><td>0.798%</td></tr>
<tr><td>Flops &amp; latches, synth</td><td>992</td></tr>
<tr><td>Asr flop ratio synth</td><td>0%</td></tr>
<tr><td>Top_reg_cell synth</td><td>dfxtp_1</td></tr>
<tr><td>Yosys cell types</td><td>55</td></tr>
<tr><td>Synth area leader</td><td>dfxtp_1</td></tr>
<tr><td>Yosys synthesis chip area</td><td>48,000 sq um</td></tr>
<tr><td>Post-synth design cell area</td><td>48,000 sq um</td></tr>
<tr><td>Synthesized area per cell</td><td>8.83 sq um</td></tr>
<tr><td>Sequential cell area fraction in the yosys report</td><td>41.4%</td></tr>
<tr><td>Yosys Instances</td><td>5,437</td></tr>
<tr><td>Number of synthesized flops with an enable pin</td><td>0</td></tr>
<tr><td>Arithmetic-cell share of the synthesized area counting full adders, half adders and majority gates</td><td>0%</td></tr>
<tr><td>Largest type area fraction</td><td>41.4%</td></tr>
<tr><th colspan="2">Route</th></tr>
<tr><td>Total DRC errors in the routed layout</td><td>0</td></tr>
<tr><td>Vias after detailed routing</td><td>50,000</td></tr>
<tr><td>Post-DR wirelength/cell</td><td>38.6 um</td></tr>
<tr><td>Initial DRC Count</td><td>8,067</td></tr>
<tr><td>Antenna viol nets, final</td><td>0</td></tr>
<tr><td>Vias per inst</td><td>7.51</td></tr>
<tr><td>TritonRoute pass-1 iters</td><td>13</td></tr>
<tr><td>Total routed wirelength</td><td>257,000 um</td></tr>
<tr><th colspan="2">Placed design</th></tr>
<tr><td>Number of port buffers</td><td>177</td></tr>
<tr><td>Detailed placer's ending HPWL</td><td>148,000 um</td></tr>
<tr><td>Placed Instances</td><td>6,458</td></tr>
<tr><td>GP Congestion</td><td>1.07</td></tr>
<tr><th colspan="2">Final layout</th></tr>
<tr><td>Non-filler cells, final</td><td>6,661</td></tr>
<tr><td>Synthesis-to-layout area growth</td><td>14.2%</td></tr>
<tr><td>Number of flip-flops under the largest register name</td><td>992</td></tr>
<tr><td>Top flop regs</td><td>reg_file x992</td></tr>
<tr><td>Fraction of the core area covered by cells at the end of the flow</td><td>57.7%</td></tr>
<tr><td>Fraction of layout instances using a drive strength above 1</td><td>9.69%</td></tr>
<tr><td>Top register by number of flip-flops</td><td>reg_file</td></tr>
<tr><th colspan="2">Critical path</th></tr>
<tr><td>Type of the setup path with the least slack</td><td>input port to output pin</td></tr>
<tr><td>Critical register-to-register path startpoint</td><td>reg_file[24][13]</td></tr>
<tr><td>Reg2Reg Depth</td><td>1</td></tr>
<tr><td>Endpoint required time on the critical path</td><td>9.20 ns</td></tr>
<tr><td>CP Data Arrival Time</td><td>6.98 ns</td></tr>
<tr><td>Worst setup slack for register-to-register paths</td><td>10.72 ns</td></tr>
<tr><td>Launching element type of the critical path</td><td>input port</td></tr>
<tr><td>Critical Path Start</td><td>rs1_l2[4]</td></tr>
<tr><td>Crit path max fanout</td><td>24</td></tr>
<tr><td>Crit end category</td><td>output pin</td></tr>
<tr><th colspan="2">Floorplanning</th></tr>
<tr><td>Die outline width</td><td>312 um</td></tr>
<tr><td>Y dimension of the die</td><td>312 um</td></tr>
<tr><td>Standard-cell row count</td><td>113</td></tr>
<tr><td>Top Ports</td><td>178</td></tr>
<tr><td>Floorplan core area</td><td>95,000 sq um</td></tr>
<tr><td>Effective utilization at floorplan</td><td>50.5%</td></tr>
<tr><td>Chip Footprint</td><td>97,300 sq um</td></tr>
<tr><th colspan="2">Worst hold path</th></tr>
<tr><td>Startpoint of the worst hold path</td><td>reg_file[19][26]</td></tr>
<tr><td>HP Class</td><td>flop to flop</td></tr>
<tr><td>Depth of the worst hold-timing path</td><td>1</td></tr>
<tr><th colspan="2">Job</th></tr>
<tr><td>Max-cap viol count</td><td>0</td></tr>
<tr><td>Stage-log warning count</td><td>29</td></tr>
<tr><th colspan="2">Outcome</th></tr>
<tr><td>Result of the run</td><td>complete, no violations</td></tr>
<tr><th colspan="2">GRT</th></tr>
<tr><td>Antenna violations before repair</td><td>12</td></tr>
<tr><td>Grt ovf</td><td>0</td></tr>
<tr><td>Wire length of the first global-routing pass</td><td>355,000 um</td></tr>
<tr><td>Largest net degree at the start of global routing</td><td>116</td></tr>
<tr><td>All-layer global routing usage</td><td>53.7%</td></tr>
<tr><td>Via count of the first global-routing pass</td><td>45,800</td></tr>
</table>
-- routing by layer --
metal  GRT usage (%)  vias to the layer above  wire length (um)
li1                -                    20300                 -
met1            70.5                    23600             92000
met2            69.3                     4654             98200
met3            29.8                     1434             44400
met4            31.9                       18             21700
met5            3.66                        -               676
-- per-stage QoR --
step	total power, mW	setup WS (ns)	cell area, sq um	hold WS (ns)
3_5_place_dp	4.30	2.70	51100	0.510
3_3_place_gp	4.30	2.74	51100	0.503
6_report	7.99	2.22	54800	0.524
4_1_cts	7.94	2.69	54800	0.524
2_1_floorplan	3.96	5.59	48000	0.486
5_1_grt	8.12	2.42	54800	0.535
-- kinds of logic after synthesis --
logic type	count (synthesis)
AND-OR/OR-AND	2106
buffers and inverters	667
flip-flops	992
multiplexers	38
AND/OR/NAND/NOR	1634
-- power by group through the flow --
stage	Combinational (mW)	Sequential [mW]	Clock (mW)
4_1_cts	0.642	3.59	3.71
5_1_grt	0.687	3.60	3.84
6_report	0.680	3.59	3.72
-- worst paths after layout --
path / to
setup / recovery: xrs1_l2[13]
hold / removal: reg_file[19][26]
setup reg to reg: reg_file[24][13]
hold reg to reg: reg_file[19][26]
-- placed cells by master, fill, tap and decap left out, drive strengths merged, types with 9 or more instances in the layout --
cell,instances
nand2,1156
o211a,992
dfxtp,992
a22oi,806
buf,215
clkdlybuf4s50,171
a21oi,168
clkbuf,153
nor2,150
nand4,108
nor3,66
nand3,58
a222oi,49
inv,38
mux2i,36
nor4,22
clkinv,22
a31oi,21
o21ai,18
bufinv,14
nand2b,13
and3,12
diode,10
nand3b,10
a22o,9
-- synth_stat cells, types with 3 or more instances --
cell type / count
clkbuf_1: 425
nand3_1: 58
nor2_4: 5
o21ai_0: 17
o211a_1: 992
a31oi_1: 21
and2_1: 3
o211ai_1: 8
nand4_1: 108
o22ai_1: 3
nor4_1: 19
nor3_2: 4
and3b_1: 3
a32oi_1: 7
nor3_1: 61
or3_1: 3
buf_4: 16
or2_2: 3
or3b_1: 3
a22oi_1: 806
nand2_1: 1156
and3_1: 12
nor2_1: 136
a22o_1: 9
nor2b_1: 8
mux2i_1: 36
nand2b_1: 13
inv_1: 37
a221oi_1: 8
nand3b_1: 10
a211oi_1: 4
buf_2: 189
and4_1: 6
a21oi_1: 168
a222oi_1: 49
a2111oi_0: 5
nor2_2: 9
dfxtp_1: 992
-- critical path, stage by stage --
cell	delay [ns]
clkdlybuf4s50_1	0.47
buf_4	0.45
nand2_1	0.67
nor2_4	0.84
buf_4	0.70
a22oi_1	0.19
nand2_1	0.17
nor3_1	0.10
a21oi_1	0.49
clkdlybuf4s50_1	0.57
-- cell type report --
type,instances,area (sq um)
fillers,8309,40200
multi-input cells,3778,26200
flip-flops and latches,992,19900
repair buffers,386,3330
clock buffers,153,3150
well taps,1265,1580
clock inverters,40,573
inverters,37,139
diodes,10,25.0
Power is estimated from default activity; no workload was simulated.
